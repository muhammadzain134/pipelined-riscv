File: ./config.mk
export PLATFORM = sky130hd
export DESIGN_NAME = MEM_WB_Stage
export DESIGN_NICKNAME = MEM_WB_Stage
export VERILOG_FILES = /design/flow/design.v
export SDC_FILE = /design/flow/constraint.sdc
export NUM_CORES = 4
export LEC_CHECK = 1
export CORE_AREA = 10 10 146 146
export DIE_AREA = 0 0 156 156
File: ./design.v
`timescale 1ns / 1ps
module MEM_WB_Stage(
input logic clk,
input logic rst,
input logic [31:0] dataR,
input logic [31:0] alu_result_exe,
input logic [4:0] rd_exe,
input logic [31:0] imm_exe,
input logic pc_exe,
input logic MemtoReg_exe, 
input logic RegWrite_exe,
input logic jump_exe,
input logic lui_exe,
output logic MemtoReg_mem, 
output logic RegWrite_mem,
output logic lui_mem,
output logic jump_mem,
output logic [31:0] dataR_mem,
output logic [31:0] alu_result_exe_mem,
output logic [4:0] rd_mem,
output logic [31:0] imm_mem,
output logic pc_mem
    );
    always_ff @ (posedge clk, posedge rst) begin
        if(rst)begin
            dataR_mem <= 0;
            alu_result_exe_mem <= 0;
            rd_mem <= 0;
            imm_mem <= 0;
            pc_mem <= 0;
            MemtoReg_mem <= 0;
            RegWrite_mem <= 0;
            lui_mem <= 0;
            jump_mem <= 0;
        end
        else begin
            dataR_mem <= dataR;
            alu_result_exe_mem <= alu_result_exe;
            rd_mem <= rd_exe;
            imm_mem <= imm_exe;
            pc_mem <= pc_exe;
            MemtoReg_mem <= MemtoReg_exe;
            RegWrite_mem <= RegWrite_exe;
            lui_mem <= lui_exe;
            jump_mem <= jump_exe;
        end
    end
endmodule
File: ./run.sh
#!/bin/bash
# OpenROAD 26Q1-2900-gdf79404cd8, Yosys 0.63+post, stock flow scripts
make -C /OpenROAD-flow-scripts/flow DESIGN_CONFIG=/design/flow/config.mk WORK_HOME=/design/flow/orfs finish
File: ./constraint.sdc
current_design MEM_WB_Stage

set clk_period 1.0
set clk_io_pct 0.2

create_clock -name clk0 -period $clk_period [get_ports {clk}]

set non_clock_inputs [all_inputs -no_clocks]
set_input_delay [expr $clk_period * $clk_io_pct] -clock clk0 $non_clock_inputs
set_output_delay [expr $clk_period * $clk_io_pct] -clock clk0 [all_outputs]
==> PnR_summary.wiki <==
== Implementation results ==
{| class="wikitable"
! Metric !! Value
|-
| Maximum number of pins on one net before global-route repair || 58
|-
| Total DRC errors in the routed layout || 0
|-
| Final period utilization || 1.063
|-
| Antenna Cells || 0
|-
| Post-placement cell area || 5119 µm²
|-
| Synthesized cell area || 2656 µm²
|-
| Antenna Violating Nets Remaining || 0
|-
| Main flop type || sky130_fd_sc_hd__dfrtp_1
|-
| Share of layout cells above drive strength 1 || 0.3680
|-
| CTS HTree Levels || 3
|-
| Pin slew with the least headroom to its limit || 0.3161 ns
|-
| Type of the most critical hold path || in2async
|-
| Flip-flops with a built-in enable || 0
|-
| Highest clock rate || 0.9410 GHz
|-
| Starting density of the core || 0.1469
|-
| Leading cell types by count after synthesis || 106 x sky130_fd_sc_hd__dfrtp_1, 1 x sky130_fd_sc_hd__inv_1
|-
| Number of failing hold endpoints at the final stage || 0
|-
| Setup Buffers After CTS || 0
|-
| Detailed-router iteration count before antenna repair || 3
|-
| Multi-Input Combinational || 0
|-
| Static leakage || 2.226 nW
|-
| Failing checks || negative setup slack
|-
| Min Hold Slack || 0.2757 ns
|-
| HPWL Detailed || 6.793 mm
|-
| Sequential cell area fraction in the yosys report || 0.9986
|-
| Placer congestion estimate || 0.7918
|-
| Startpoint kind of the worst setup timing path || flip-flop
|-
| Initial antenna violation count || 0
|-
| Largest stage delay on the critical path || 0.39 ns
|-
| Count of buffers from port buffering || 213
|-
| TritonCTS clock tree || done
|-
| Top cells by area || sky130_fd_sc_hd__dfrtp_1 100%, sky130_fd_sc_hd__inv_1 0.14%
|-
| Number of cells in the yosys synthesis report || 107
|-
| Ports || 214
|-
| Number of sinks driven by the clock tree || 106
|-
| Average footprint of a synthesized cell || 24.83 µm²
|-
| Cell type group with the largest total delay on the critical path || flip-flops
|-
| FILL cells || 1,828
|-
| Slew Limit Fails || 0
|-
| Drt via density || 3.115
|-
| Cts bufs inserted || 9
|-
| Synthesized instance count || 107
|-
| Vias after detailed routing || 1,763
|-
| #FFs+latches synth || 106
|-
| Worst-path fanout max || 1
|-
| Outcome || finished with violations
|-
| Multi-input gate area in the final layout || 0 µm²
|-
| Buf+Inv Stages, Crit Path || 1
|-
| Synthesis-to-layout area growth || 83.33%
|-
| Most numerous cell in the Yosys netlist || sky130_fd_sc_hd__dfrtp_1
|-
| Site Rows || 49
|-
| Final critical path time including I/O delays and setup || 1.063 ns
|-
| Crit path setup slack, layout || -0.06275 ns
|-
| Critical Path End Type || primary output
|-
| Overall Global Routing Usage || 0.06833
|-
| RSZ-0062 raised after global routing || true
|-
| Cell type with the largest total area || sky130_fd_sc_hd__dfrtp_1
|-
| Max_cap viols || 0
|-
| Clock slew seen by the registers of the worst setup and hold paths || 0.07 ns
|-
| Area share of the largest cell type after synthesis || 0.9986
|-
| Slew HR || 0.7893
|-
| Ordered cell list for the critical path || buf_2
|-
| Type of the worst setup path || reg2out
|-
| Chip Area, Yosys || 2656 µm²
|-
| Power density cells || 1774 nW/µm²
|-
| Horizontal die dimension || 156 µm
|-
| Cell at the root of the clock tree || sky130_fd_sc_hd__clkbuf_16
|-
| Vert. Die Dim || 156 µm
|-
| Endpoint required time on the critical path || 0.80 ns
|-
| Number of global-route vias before repair || 2,040
|-
| Synth warnings || 1
|-
| Aggregate routed wire length || 8.408 mm
|-
| Wire length of the first global-routing pass || 12.70 mm
|-
| Drt initial violations || 25
|-
| Routed wirelength normalized by instance count || 14.86 µm
|-
| Setup slack at placement || -0.04619 ns
|-
| Bufs on Longest Clock Path || 2
|-
| Arrival time of the worst setup path || 0.86 ns
|-
| Fraction of registers with async set/reset || 1.000
|-
| Post-Layout Inst Area || 4870 µm²
|-
| Tally of OpenROAD warnings || 28
|-
| Setup-violating endpoint count in the final report || 104
|-
| Worst-path cell with the longest stage delay || sky130_fd_sc_hd__dfrtp_1
|-
| # hold bufs at CTS || 0
|-
| Std-Cell Core Area || 18,090 µm²
|-
| Overflow after GRT || 0
|-
| VDD IR max || 1.085 mV
|-
| Overall die area || 24,340 µm²
|-
| Distinct lib cells used || 2
|}
==> through the flow <==
step             util  total power [mW]  TNS [ns]  instances
2_1_floorplan       -             4.643    -50.19        107
3_3_place_gp   0.2830             5.582  -0.07564        551
3_5_place_dp   0.2830             5.586  -0.04719        551
4_1_cts        0.2692             8.837    -5.076        566
5_1_grt        0.2692             9.072    -7.048        566
6_report       0.2692             8.641    -2.098        566
==> routing by layer <==
layer | wire length (µm) | global-route usage
met5 | 0 | 0
met4 | 153 | 0.01079
met3 | 1653 | 0.05961
met2 | 3573 | 0.09570
met1 | 3027 | 0.07898
==> worst max path at each step <==
stage,start,to,slack [ns],cells after the start
after CTS,alu_result_exe_mem[21]$_DFF_PP0_,alu_result_exe_mem[21],-0.10,1
after global routing,alu_result_exe_mem[21]$_DFF_PP0_,alu_result_exe_mem[21],-0.12,1
final,alu_result_exe_mem[21]$_DFF_PP0_,alu_result_exe_mem[21],-0.06,1
==> cell usage in the layout, fill, tap and decap left out, drive strengths merged <==
master,count
clkinvlp,2
clkdlybuf4s50,107
buf,108
dfrtp,106
clkbuf,9
inv,5
==> report_power, final <==
part           internal [mW]  leakage (nW)  switching [mW]  total, mW
logic                  0.515         0.855           0.192      0.707
registers               4.50          1.24          0.0468       4.54
clock network           1.74         0.137            1.65       3.39
==> final cells by class <==
| class | instances | area, µm² | share of cell area |
|---|---|---|---|
| timing repair buffer | 215 | 1642 | 0.3371 |
| tap | 229 | 286.5 | 0.05884 |
| clock buffer | 9 | 225.2 | 0.04625 |
| sequential | 106 | 2653 | 0.5447 |
| inverter | 1 | 7.507 | 0.001542 |
| clock inverter | 6 | 56.30 | 0.01156 |
==> cell families (layout without fill, tap and decap cells) <==
family | after synthesis | after routing | share of synthesized area
buf+inv | 1 | 231 | 0.001412
flops | 106 | 106 | 0.9986
==> what timing repair did <==
| item | CTS | global route |
|---|---|---|
| setup endpoints to repair | 106 | 106 |
| gates resized | 331 | 0 |
| pin swaps | 0 | 0 |
==> state kept, by name (all words and copies together) (netlist names) <==
signal,flops
jump_mem,1
MemtoReg_mem,1
dataR_mem,32
pc_mem,1
RegWrite_mem,1
rd_mem,5
alu_result_exe_mem,32
lui_mem,1
imm_mem,32
Power figures rest on the tool's default switching activity, not on a simulated workload.
