==> design/flow/design.v <==
`timescale 1ns / 1ps
module load_store_format(
input logic mem_read,
input logic mem_write,
input logic [2:0] funct3,
input logic [31:0] addr,      
input logic [31:0] rword,      
input logic [31:0] rs2,      
output logic [31:0] dataR,      
output logic [31:0] wordW,      
output logic [3:0] be,      
output logic not_align  
    );
logic [1:0] mask;  
assign mask = addr[1:0];
always_comb begin
    dataR = 32'd0;
    wordW = 32'd0;
    be = 4'b0000;
    not_align = 1'b0;
    if (mem_read) begin
        case (funct3)
            3'b000: begin  
                case (mask)
                    2'd0: dataR = {{24{rword[7]}},  rword[7:0]};
                    2'd1: dataR = {{24{rword[15]}}, rword[15:8]};
                    2'd2: dataR = {{24{rword[23]}}, rword[23:16]};
                    2'd3: dataR = {{24{rword[31]}}, rword[31:24]};
                endcase
            end
            3'b100: begin  
                case (mask)
                    2'd0: dataR = {24'd0, rword[7:0]};
                    2'd1: dataR = {24'd0, rword[15:8]};
                    2'd2: dataR = {24'd0, rword[23:16]};
                    2'd3: dataR = {24'd0, rword[31:24]};
                endcase
            end
            3'b001: begin  
                if (mask[0]) begin
                    dataR = 32'd0;
                    not_align = 1'b1;  
                end else begin
                    dataR = (mask[1]==1'b0) ? {{16{rword[15]}}, rword[15:0]}
                                           : {{16{rword[31]}}, rword[31:16]};
                end
            end
            3'b101: begin  
                if (mask[0]) begin
                    dataR = 32'd0;
                    not_align = 1'b1;
                end else begin
                    dataR = (mask[1]==1'b0) ? {16'd0, rword[15:0]}
                                           : {16'd0, rword[31:16]};
                end
            end
            3'b010: begin  
                if (mask != 2'b00) begin
                    dataR = 32'd0;
                    not_align = 1'b1;
                end else begin
                    dataR = rword;
                end
            end
            default: dataR = 32'd0;
        endcase
    end
    if (mem_write) begin
        case (funct3)
            3'b000: begin  
                wordW = {4{rs2[7:0]}};  
                case (mask)
                    2'd0: be = 4'b0001;
                    2'd1: be = 4'b0010;
                    2'd2: be = 4'b0100;
                    2'd3: be = 4'b1000;
                endcase
            end
            3'b001: begin  
                if (mask[0]) begin
                    wordW = 32'd0;
                    not_align = 1'b1;
                    be = 4'b0000;
                end 
                else begin
                    wordW = {2{rs2[15:0]}};  
                    be = (mask[1]==1'b0) ? 4'b0011 : 4'b1100;
                end
            end
            3'b010: begin  
                if (mask != 2'b00) begin
                    wordW = 32'd0;
                    not_align = 1'b1;
                    be = 4'b0000;
                end 
                else begin
                    wordW = rs2;
                    be = 4'b1111;
                end
            end
            default: begin
                wordW = 32'd0;
                be = 4'b0000;
            end
        endcase
    end
end
endmodule
==> design/flow/run.sh <==
#!/bin/bash
# OpenROAD 26Q1-2900-gdf79404cd8, Yosys 0.63+post, stock flow scripts
make -C /OpenROAD-flow-scripts/flow DESIGN_CONFIG=/design/flow/config.mk WORK_HOME=/design/flow/orfs finish
==> design/flow/config.mk <==
export PLATFORM = sky130hd
export DESIGN_NAME = load_store_format
export DESIGN_NICKNAME = load_store_format
export VERILOG_FILES = /design/flow/design.v
export SDC_FILE = /design/flow/constraint.sdc
export NUM_CORES = 4
export LEC_CHECK = 1
export CORE_AREA = 10 10 116 116
export DIE_AREA = 0 0 126 126
==> design/flow/constraint.sdc <==
current_design load_store_format

set clk_period 8.3
set clk_io_pct 0.2

create_clock -name clk0 -period $clk_period

set non_clock_inputs [all_inputs -no_clocks]
set_input_delay [expr $clk_period * $clk_io_pct] -clock clk0 $non_clock_inputs
set_output_delay [expr $clk_period * $clk_io_pct] -clock clk0 [all_outputs]
==> run notes <==
Results of the full flow below.

STA:
- The run puts the fmax at 0.165 GHz.
- The slew check shows that the tightest pin keeps a relative margin of 0.476.
- Setup repair after global routing left no endpoint under its margin.
- The end-of-flow timing check tallies setup violations at 0.
- The run gives the clock period minus worst slack as just over 6 ns.
- The run gives the final max-slew violation count as 0.
- The final timing report lists a hold violation count of 0.
- Looking at the max-slew report, the worst-margin pin has a slew of just under 0.8 ns.
- The run puts the final sum of negative setup slack at 0 ns.
- The run gives the share of the clock period used by the worst path after layout as 0.731.

Die:
- The run puts the site row count at 38.
- The run gives the initial core utilization as 0.121.
- In this run the standard cell core region covers roughly 11000 um2.
- In this run the horizontal extent of the chip is 126 um.
- Per the OpenROAD floorplan log, the area of the die is 15900 um2.
- According to the I/O placement log, the pin count is 170.
- In this run the vertical extent of the chip is 126 um.

Synthesis:
- The run gives the gate count of the mapped netlist as about 240.
- The run gives the number of cells in the yosys synthesis report as around 240.
- Yosys reports a chip area of approximately 1300 um2.
- The netlist uses 29 different library cells.
- The run gives the sequential cell area fraction in the yosys report as 0.
- The run gives the mean cell area of the mapped netlist as 5.61 um2.
- The run gives the area of the mapped netlist as 1320 um2.
- The run gives the synthesis warning total as 1.

Global routing:
- The run gives the number of antenna violations at the first check in global routing as 1.
- The run gives the wire length of the first global-routing pass as 12800 um.
- The run puts the global routing usage summed across all routing layers at 0.0984.
- Entering global routing, the biggest net connects 26 pins.
- The run gives the total congestion overflow as 0.
- The run gives the via count of the first global-routing pass as 2096.

Routing:
- The run gives the number of design rule violations left after detail routing as 0.
- In the routed netlist, the antenna diode instances number 0.
- In the log, the iteration count for the first detailed-route pass is 4.
- Detailed-route iteration 0 reported a violation count of 142.
- The run puts the total number of vias at 2138.
- The detail route stage leaves a number of antenna-violating nets equal to 0.
- The run gives the sum of routed wire length over all layers as about 8700 um.
- In the final routed layout, each cell accounts on average for 17.3 um.
- For this run, the detailed router reports a per-instance via density of 4.28.

Clocking:
- The run gives the count of hold buffers inserted by post-cts repair as 0.
- The run gives the post-cts repair resize count as 0.
- The run gives the number of buffers inserted by post-CTS setup repair as 0.

Worst setup path:
- The worst setup path is captured at a primary output.
- The run gives the highest net fanout along the worst path as 23.
- The run gives the kind of start point of the critical path as an input pin.
- The critical path is of the input pin to primary output type.
- The run puts the total buffers and inverters traversed by the critical path at 2.
- The run puts the largest stage delay on the critical path at 0.98 ns.
- The run puts the required time at the endpoint of the critical path at 6.64 ns.
- The launch point of the critical path was reported as funct3[0].
- Per the STA report, the cell with the highest stage delay on the worst path is sky130_fd_sc_hd__clkdlybuf4s50_1.
- The report lists the cells along the critical path as clkdlybuf4s50_1 -> nor2b_1 -> a21oi_1 -> or3_1 -> a21oi_1 -> clkdlybuf4s50_1.
- The OpenROAD report gives the critical path a data arrival time of 4.41 ns.
- The run gives the kind of cell with the highest combined delay on the critical path as buffers and inverters.

Finish:
- The run puts the count of non-filler cells in the finished layout at 500.
- After routing the design area is ~2900 um2.
- The run puts the number of flip-flops and latches at 0.
- The run puts the share of layout cells above drive strength 1 at 0.0306.
- The run puts the layout overhead on the synthesized area at 116%.
- The run gives the tally of filler cells in the layout as 1220.
- The run gives the register area as 0 um2.
- The final layout report lists a clock buffer count of 0.
- Leaving out fill and tap cells, the most frequent cells in the layout are 140 x sky130_fd_sc_hd__clkdlybuf4s50_1, 59 x sky130_fd_sc_hd__a21oi_1, 37 x sky130_fd_sc_hd__nand2_1.
- The most common logic cell in the final layout is sky130_fd_sc_hd__clkdlybuf4s50_1.

Power and ir drop:
- The run gives the peak supply drop as 0.0114 mV.
- The report lists the power per cell area as 37.2 nW/um2.
- The run puts the leakage power summed over all cells at 0.891 nW.
- The run puts the fraction of power spent switching nets at 0.417.
- The run gives the cell-internal power as 61.8 uW.
- The run puts the clock network fraction of design power at 0.
- The power report attributes to the sequential group a share of 0.
- The run puts the switching power of the nets at 44.2 uW.
- The run gives the combinational share of power as 1.000.

Job:
- The run puts the max-cap violation count at 0.
- The run gives the number of warnings in the stage logs as 62.

Hold path:
- Per the hold report, the tightest min-delay path originates at rs2[28].
- The run gives the worst min-delay path category as input pin to primary output.

Placement:
- Detailed placement reports a standard cell area of 2850 um2.
- The run puts the last weighted congestion value of the routability-driven placer at 0.843.
- The run gives the HPWL after detailed placement as 7020 um.
- The run gives the total instance count after detailed placement as 500.
- The run gives the count of input and output buffers as 140.

Run status:
- The flow ran to the end, and the final reports show no timing, DRC or antenna violations.
## cells in the mapped netlist (all sizes together)
cell type | count | area share
a21oi | 59 | 0.22
nand2 | 37 | 0.11
nor2 | 24 | 0.068
nor2b | 19 | 0.090
a22oi | 15 | 0.085
buf | 12 | 0.050
mux2i | 11 | 0.083
clkbuf | 10 | 0.028
and2 | 8 | 0.038
or3 | 8 | 0.038
o22a | 7 | 0.046
nor3 | 4 | 0.023
a2bb2oi | 3 | 0.020
a211oi | 2 | 0.011
nand2b | 2 | 0.0095
nor3b | 2 | 0.011
o21a | 2 | 0.011
a31oi | 1 | 0.0047
and3 | 1 | 0.0047
and3b | 1 | 0.0066
mux2 | 1 | 0.0085
nand3b | 1 | 0.0057
nor4 | 1 | 0.0047
o21ai | 1 | 0.0038
or2 | 1 | 0.0047
or4 | 1 | 0.0057
xor2 | 1 | 0.0066
## tightest hold or removal path, stage by stage
cell and delay [ns]:
sky130_fd_sc_hd__clkdlybuf4s50_1 0.39, sky130_fd_sc_hd__nand2_1 0.05, sky130_fd_sc_hd__a21oi_1 0.06, sky130_fd_sc_hd__clkdlybuf4s50_1 0.40
## cells by family after synthesis
kind of cell              count (synthesis)  share of synthesized area
xor gates and xnor gates                  1                    0.00664
muxes                                    12                     0.0920
AOI/OAI and AO/OA                        90                      0.407
and+or+nand+nor                         110                      0.416
buffers and inverters                    22                     0.0787
## routing by layer
| layer | part of all wire | GRT usage | up-vias | routed length (um) |
|---|---|---|---|---|
| li1 | - | - | 1091 | - |
| met1 | 0.43 | 0.128 | 949 | 3700 |
| met2 | 0.48 | 0.166 | 90 | 4200 |
| met3 | 0.081 | 0.0259 | 6 | 698 |
| met4 | 0.0061 | 0.00536 | 2 | 53 |
| met5 | 0.0012 | 0 | - | 10 |
## power groups by stage
stage / sequential (mW) / combinational (mW) / clock [mW]
finish: 0 / 0.106 / 0
global route: 0 / 0.116 / 0
CTS: 0 / 0.107 / 0
## worst paths after layout
| kind | slack (ns) | cells past startpoint | to |
|---|---|---|---|
| worst min-delay path | 4.22 | 4 | wordW[28] |
| worst max-delay path | 2.23 | 6 | wordW[12] |
## cell type report
type                            count  area (um2)  area share
Timing Repair Buffer              147        1450       0.510
Multi-Input combinational cell    213        1220       0.428
Tap cell                          140         175      0.0615
## stage by stage
step                power [mW]  worst slack (ns)   util  hold WS (ns)
floorplan               0.0395              3.88      -          3.39
global placement         0.106              2.19  0.261          4.24
detailed placement       0.107              2.23  0.261          4.23
CTS                      0.107              2.21  0.261          4.24
global route             0.116              1.96  0.261          4.26
finish                   0.106              2.23  0.261          4.22
Power and IR drop assume default switching activity.
