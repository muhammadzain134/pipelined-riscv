`flow/config.mk`:
```
export PLATFORM = sky130hd
export DESIGN_NAME = alu_logic
export DESIGN_NICKNAME = alu_logic
export VERILOG_FILES = /design/flow/design.v
export SDC_FILE = /design/flow/constraint.sdc
export NUM_CORES = 4
export LEC_CHECK = 1
export CORE_UTILIZATION = 30
export SYNTH_HDL_FRONTEND = slang
```
`flow/constraint.sdc`:
```
current_design alu_logic

set clk_period 15.1
set clk_io_pct 0.2

create_clock -name clk0 -period $clk_period

set non_clock_inputs [all_inputs -no_clocks]
set_input_delay [expr $clk_period * $clk_io_pct] -clock clk0 $non_clock_inputs
set_output_delay [expr $clk_period * $clk_io_pct] -clock clk0 [all_outputs]
```
`flow/design.v`:
```
`timescale 1ns / 1ps
module alu_logic(
input logic signed [31:0] a,
input logic signed [31:0] b,
input logic [3:0] alu_op,
output logic signed  [31:0] result,
output logic carry_out,
output logic Zero,
output logic Negative,
output logic Overflow
    );
logic [32:0] temp_result; 
logic [31:0] a_u, b_u;
assign a_u = a;
assign b_u = b;
    always_comb begin
        carry_out = 0;
        Overflow = 0;
        case (alu_op)
            4'b0000: begin  
                temp_result = {1'b0, a} + {1'b0, b};
                result = temp_result[31:0];
                carry_out = temp_result[32];
                Overflow = (a[31] == b[31]) && (result[31] != a[31]);
            end
            4'b1000: begin  
                temp_result = {1'b0, a} - {1'b0, b};
                result = temp_result[31:0];
                carry_out = (a_u >= b_u);  
                Overflow = (a[31] != b[31]) && (result[31] != a[31]);
            end
            4'b0001: result = a << b[4:0];  
            4'b0010: result = (a < b) ? 32'h1 : 32'd0; 
            4'b0011: result = (a < b) ? 32'd1 : 32'd0;  
            4'b0100: result = a ^ b;  
            4'b0101: result = a >> b[4:0];  
            4'b1101: result = a >>> b[4:0];  
            4'b0110: result = a | b;  
            4'b0111: result = a & b; 
            default: begin
                result = 32'd0;
            end
        endcase
        Negative = result[31];
        Zero = (result == 32'd0);
    end
endmodule
```
`flow/run.sh`:
```
#!/bin/bash
# OpenROAD 26Q1-2900-gdf79404cd8, Yosys 0.63+post, stock flow scripts
make -C /OpenROAD-flow-scripts/flow DESIGN_CONFIG=/design/flow/config.mk WORK_HOME=/design/flow/orfs finish
```
==> impl_metrics.env <==
# physical design summary
export IMPL_final_layout_top_logic_cell="sky130_fd_sc_hd__nand2_1"
export IMPL_grt_setup_unrepaired="no"
export IMPL_detailedRoute_firstPassIterationCount=8
export IMPL_period_used_pct=77.64
export IMPL_grtUsageTotal_pct=30.83
export IMPL_synth_cells_yosys=1414
export IMPL_synthCells=1414
export IMPL_post_drt_wl_per_cell_um=27.53
export IMPL_report_final_hold_viol_count=0
export IMPL_hpwl_um=40310
export IMPL_ff_latch_area_sq_um=0
export IMPL_worst_hold_path_type="in2out"
export IMPL_stage_log_warning_count=97
export IMPL_std_cell_rows=65
export IMPL_area_growth_pct=13.54
export IMPL_postRouteAntennaNets=0
export IMPL_topCellsByArea="sky130_fd_sc_hd__ha_1 (12%), sky130_fd_sc_hd__mux4_2 (7.2%), sky130_fd_sc_hd__mux2i_1 (5.4%)"
export IMPL_critPathRequiredTime_ns=12.08
export IMPL_setup_worst_path_end_class="primary output"
export IMPL_netlist_top_cell_by_area="sky130_fd_sc_hd__ha_1"
export IMPL_ys_warn_count=0
export IMPL_timing_worst_setup_path_type="in2out"
export IMPL_count_of_instances_resized_after_the_clock_tree_is_built=0
export IMPL_remaining_max_slew_budget_at_the_tightest_pin_pct=29.80
export IMPL_drc_errors=0
export IMPL_worstPathMaxFanout=35
export IMPL_post_route_util_pct=34.81
export IMPL_crit_slowest_cell="sky130_fd_sc_hd__nor4_1"
export IMPL_status="finished clean"
export IMPL_preCtsSetupSlack_ns=3.529
export IMPL_period_needed_ns=11.72
export IMPL_fp_util_pct=30.66
export IMPL_chipHeight_um=182.3
export IMPL_fmax_ghz=0.08530
export IMPL_gp_congestion=1.058
export IMPL_final_setup_viol_count=0
export IMPL_synth_area_yosys_sq_um=9749
export IMPL_critPathLaunchType="input pin"
export IMPL_flop_count=0
export IMPL_first_iter_violations=1490
export IMPL_synth_cell_type_count=90
export IMPL_grt_pass1_wl_um=75130
export IMPL_netlist_area_sq_um=9749
export IMPL_avgViaCountPerCell=6.465
export IMPL_synth_sequential_area_ratio_pct=0
export IMPL_powerDensity_nw_per_um2=38.57
export IMPL_port_buffers=104
export IMPL_cts_repair_timing_setup_buffer_count=0
export IMPL_drv_max_cap_violation_count=0
export IMPL_die_w_um=182.3
export IMPL_grt_remaining_overflow=0
export IMPL_antenna_found_initial=1
export IMPL_timing_worst_slew_pin_value_ns=1.039
export IMPL_setup_ws_ns=3.377
export IMPL_syn_area_per_cell_sq_um=6.895
export IMPL_cp_cell_instances="clkdlybuf4s50_1, buf_4, inv_1, ha_1, a21o_1, a21o_1, or2_1, a221o_1, o21a_1, o311a_1, or3_1, nor4_1, nor4bb_1, nand4b_1, nor4_2, clkdlybuf4s50_1"
export IMPL_fp_coreArea_sq_um=31800
export IMPL_ios=104
export IMPL_final_layout_top_logic_cells="sky130_fd_sc_hd__nand2_1 (116), sky130_fd_sc_hd__nor2_1 (110), sky130_fd_sc_hd__a21oi_1 (104), sky130_fd_sc_hd__inv_1 (98), sky130_fd_sc_hd__clkdlybuf4s50_1 (98)"
export IMPL_grt_pass1_vias=11041
export IMPL_timing_setup_tns_ns=0
export IMPL_design_die_area_sq_um=33220
export IMPL_finalWirelength_um=51650
export IMPL_synth_top_area_share_pct=12.45
export IMPL_cts_hold_buffers=0
export IMPL_num_clock_buffers=0
export IMPL_irDropWorstVdd_mv=0.01445
export IMPL_route_vias_total=12129
export IMPL_post_route_cells_drive_above_1_share_pct=9.514
export IMPL_timing_critical_path_arrival_ns=8.70
export IMPL_slew_violations=0
export IMPL_maximum_number_of_pins_on_one_net_before_global_route_repair=63
export IMPL_leakagePower_nw=4.517
export IMPL_timing_critical_path_slowest_cell_delay_ns=0.72
## power breakdown
part	internal, mW	switching, mW
Combinational	0.162	0.265
Clock	0.00000000938	0
Sequential	0	0
## layout make-up
cell class | count | area [sq um]
diodes | 1 | 2.502
fillers | 3406 | 20730
inverters | 103 | 386.6
multi-input cells | 1198 | 8860
well taps | 435 | 544.3
repair buffers | 139 | 1276
## worst max-delay path, delay by kind of cell
kind	cells	cell delay [ns]
adders and majority gates	1	0.53
buffers and inverters	4	1.72
AOI/OAI and AO/OA	5	1.29
and+or+nand+nor	6	2.13
## through the flow
stage	area, sq um	std cells	total power, mW	hold slack [ns]
2_1_floorplan	9749	1414	0.2532	6.326
3_3_place_gp	11070	1875	0.4156	7.045
3_5_place_dp	11070	1875	0.4132	7.040
4_1_cts	11070	1875	0.4153	7.042
5_1_grt	11070	1875	0.4523	7.149
6_report	11070	1876	0.4270	7.058
## path summary, 6_finish.rpt
path | startpoint | to | slack [ns] | cells past startpoint
setup / recovery | b[4] | Zero | 3.38 | 16
hold / removal | alu_op[3] | Overflow | 7.06 | 4
## per-layer routing
metal	track usage, %	part of all wire, %	up-vias
li1	-	-	5434
met1	44.63	44	5883
met2	46.90	44	695
met3	5.331	8.9	115
met4	9.244	3.3	2
met5	0	0.025	-
## kinds of logic (layout without fill, tap and decap cells)
group	count (synthesis)	in the layout	synth area share, %
other	0	1	0
XOR/XNOR	15	15	1.347
buffers and inverters	216	242	9.240
multiplexers	127	127	17.57
adder cells (fa/ha/maj)	99	99	12.86
AND/OR/NAND/NOR	447	447	22.68
AND-OR/OR-AND	510	510	36.31
## cells in the mapped netlist, types with 9 or more instances
| cell | number |
|---|---|
| sky130_fd_sc_hd__a2111oi_0 | 9 |
| sky130_fd_sc_hd__inv_1 | 99 |
| sky130_fd_sc_hd__nor3_1 | 45 |
| sky130_fd_sc_hd__nand2b_1 | 23 |
| sky130_fd_sc_hd__a311oi_1 | 9 |
| sky130_fd_sc_hd__o221ai_1 | 12 |
| sky130_fd_sc_hd__mux2i_1 | 53 |
| sky130_fd_sc_hd__a31oi_1 | 15 |
| sky130_fd_sc_hd__and3_1 | 11 |
| sky130_fd_sc_hd__ha_1 | 97 |
| sky130_fd_sc_hd__buf_2 | 21 |
| sky130_fd_sc_hd__buf_1 | 18 |
| sky130_fd_sc_hd__nand2_1 | 116 |
| sky130_fd_sc_hd__a211o_1 | 12 |
| sky130_fd_sc_hd__a21oi_1 | 104 |
| sky130_fd_sc_hd__o21a_1 | 10 |
| sky130_fd_sc_hd__clkbuf_1 | 65 |
| sky130_fd_sc_hd__o21bai_1 | 19 |
| sky130_fd_sc_hd__and2_1 | 14 |
| sky130_fd_sc_hd__xnor2_1 | 10 |
| sky130_fd_sc_hd__mux4_2 | 31 |
| sky130_fd_sc_hd__nand3_1 | 38 |
| sky130_fd_sc_hd__a21o_1 | 27 |
| sky130_fd_sc_hd__o211ai_1 | 29 |
| sky130_fd_sc_hd__nand4_1 | 10 |
| sky130_fd_sc_hd__o22ai_1 | 25 |
| sky130_fd_sc_hd__o21ai_0 | 85 |
| sky130_fd_sc_hd__or3_1 | 14 |
| sky130_fd_sc_hd__nor4_1 | 15 |
| sky130_fd_sc_hd__nor2_1 | 110 |
| sky130_fd_sc_hd__nor2b_1 | 11 |
| sky130_fd_sc_hd__a211oi_1 | 51 |
| sky130_fd_sc_hd__mux2_2 | 39 |
Power and IR drop assume default switching activity.
